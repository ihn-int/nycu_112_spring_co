**flow/config.mk**
```make
export PLATFORM = sky130hd
export DESIGN_NAME = imem
export DESIGN_NICKNAME = imem
export VERILOG_FILES = /design/flow/design.v
export SDC_FILE = /design/flow/constraint.sdc
export NUM_CORES = 4
export LEC_CHECK = 1
export CORE_AREA = 10 10 70 70
export DIE_AREA = 0 0 80 80
```
**flow/run.sh**
```bash
#!/bin/bash
# OpenROAD 26Q1-2900-gdf79404cd8, Yosys 0.63+post, stock flow scripts
make -C /OpenROAD-flow-scripts/flow DESIGN_CONFIG=/design/flow/config.mk WORK_HOME=/design/flow/orfs finish
```
**flow/design.v**
```verilog
module imem (
    input  [ 5 : 0] addr,   
    output [31 : 0] rdata   
);
    reg [31 : 0] RAM [15 : 0];
    initial  
    begin
        RAM[0]  = 32'h20080017; RAM[1]  = 32'h2109002d;
        RAM[2]  = 32'hac090008; RAM[3]  = 32'h8c0a0008;
        RAM[4]  = 32'h214bffd3; RAM[5]  = 32'h110b0001;
        RAM[6]  = 32'hac080000; RAM[7]  = 32'h08000007;
        RAM[8]  = 32'h00000000; RAM[9]  = 32'h00000000; 
        RAM[10] = 32'h00000000; RAM[11] = 32'h00000000; 
        RAM[12] = 32'h00000000; RAM[13] = 32'h00000000;
        RAM[14] = 32'h00000000; RAM[15] = 32'h00000000;
    end
    assign rdata = RAM[addr[5:2]];
endmodule
```
**flow/constraint.sdc**
```tcl
current_design imem

set clk_period 1.1
set clk_io_pct 0.2

create_clock -name clk0 -period $clk_period

set non_clock_inputs [all_inputs -no_clocks]
set_input_delay [expr $clk_period * $clk_io_pct] -clock clk0 $non_clock_inputs
set_output_delay [expr $clk_period * $clk_io_pct] -clock clk0 [all_outputs]
```
==> impl_metrics.tcl <==
# implementation run metrics
set metrics [dict create \
    synthesis.area_per_instance_sq_um 7.58 \
    worst_path_cell_trace "buf_12 -> buf_8 -> ha_4 -> mux2i_2 -> nor2b_1 -> buf_2" \
    yosys_cells 51 \
    synth-area-yosys_sq_um 387 \
    floorplan.initialDensity_pct 11.3 \
    post-dp-hpwl_microns 1080 \
    drcViolationCount 0 \
    grt_first_pass_wirelength_microns 2570 \
    boundaryPins 38 \
    drtIter0Drc 0 \
    grt_setup_unrepaired "true" \
    hold_path_depth 4 \
    drt-total-wl_microns 1720 \
    crit_path_max_fanout 4 \
    cp.required_ns 0.88 \
    run_status "finished, violations left" \
    leakage_nw 0.499 \
    globalRoute.totalOverflow 0 \
    period_needed_ns 1.25 \
    post_cts_hold_buffer_count 0 \
    syn2layout_area_growth_pct 166 \
    max_cap_violations 0 \
    clock_buffers 0 \
    grt_start_max_net_pins 7 \
    layout_cells_sized_above_1_pct 84.5 \
    core_area_sq_um 3420 \
    n_antenna_cell 0 \
    rows 21 \
    timing.critical_path.max_delay_family "buffers and inverters" \
    nFlopsAndLatches 0 \
    library_cells_used_by_synthesis 17 \
    worst_ep_arrival_time_ns 1.03 \
    buffer_ports.inserted 30 \
    critical_hold_path_startpoint "addr[5]" \
    gr-usage-all-layers_pct 4.85 \
    yosysWarningCount 1 \
    synth.most_common_cell "sky130_fd_sc_hd__buf_4" \
    p_per_area_nw_per_um2 312 \
    die_outline_area_sq_um 6400 \
    detailedPlace.worstSlack_ns -1.01 \
    fmax_mhz 802 \
    dp_cells 122 \
    hold_viol 0 \
    die_h_microns 80 \
    layout.core_utilization_pct 30.1 \
    cp-end-kind "output pin" \
    ir_drop_mv 0.142 \
    cell_type_with_the_largest_total_area_after_synthesis "sky130_fd_sc_hd__buf_4" \
    main_area_contributors "sky130_fd_sc_hd__buf_4 (33%), sky130_fd_sc_hd__ha_1 (19%), sky130_fd_sc_hd__nor2b_1 (8.1%)" \
    seq_area_frac_synth_pct 0 \
    area.sequential_sq_um 0 \
    drt_pre_antenna_iters 1 \
    fin_cells 143 \
    route.vias.total 475 \
    ys_top_cells_by_count "sky130_fd_sc_hd__buf_4 (17), sky130_fd_sc_hd__ha_1 (6), sky130_fd_sc_hd__nor2b_1 (5), sky130_fd_sc_hd__nor2_1 (3), sky130_fd_sc_hd__o21a_1 (3)" \
    timing_worst_setup_path_type "input pin to output pin" \
    final_min_period_over_clock_period_pct 113 \
    vias_per_cell 3.32 \
    mappedNetlistArea_sq_um 387 \
    ant_nets 0 \
    nFillCells 346 \
    synthesis.instances 51 \
    log.warning_count 41 \
    worstHoldEndpoint "rdata[2]" \
    max_slew_violation_total_from_the_final_report 0 \
    wl_per_cell_microns 12.0 \
    fp.dieW_microns 80 \
    netlist.area_leader.share_pct 33.0 \
    layout_setup_ws_ns -0.146 \
    cp-start-kind "input pin" \
    grt_antenna_before_repair 0 \
    setup_viol 19 \
    crit_path_buf_inv_count 3 \
    violations "setup timing" \
    first_global_vias 515 \
    hp-class "input pin to output pin" \
    finalWeightedCongestion 0.803 \
    crit_path_top_delay_cell "sky130_fd_sc_hd__mux2i_2" \
    critPathMaxStageDelay_ns 0.17 \
]
[area by class of cell]
| class | instances | area [sq um] | area share [%] |
|---|---|---|---|
| well taps | 46 | 57.6 | 5.59 |
| inverters | 2 | 25.0 | 2.43 |
| multi-input cells | 36 | 389 | 37.8 |
| repair buffers | 59 | 558 | 54.2 |
[cells by family after synthesis]
family,synth area share [%]
compound gates,14.6
simple gates,23.3
other cells,0.970
buf+inv,39.2
mux,2.59
fa+ha+maj,19.4
[placed cells by master, fill, tap and decap left out, drive strengths merged]
cell and count:
buf 59, inv 1, conb 6, a21oi 3, and3b 3, ha 6, nor3b 1, nand2b 2
o21a 3, nor3 2, nor2 3, a211oi 1, nor2b 5, clkinv 1, mux2i 1
[layer usage]
metal / vias to the layer above / track usage (%) / part of all wire (%)
met5: - / 0 / 0
met2: 17 / 8.27 / 49
met1: 221 / 6.34 / 43
li1: 237 / - / -
met4: 0 / 0 / 0
met3: 0 / 1.25 / 7.3
[power by group]
part	internal [W]	switching (W)	total, W
Sequential	0	0	0
Clock	0	0	0
Combinational	0.000206	0.000115	0.000321
[worst max-delay path by stage]
stage            from        to  slack, ns  depth (start not counted)
global route  addr[3]  rdata[0]      -0.19                          6
finish        addr[3]  rdata[0]      -0.15                          6
CTS           addr[3]  rdata[0]      -0.15                          6
[through the flow]
step	cell area, sq um	TNS, ns	hold WS (ns)	total power (W)
final	1030	-1.70	0.770	0.000321
after global routing	1030	-2.45	0.786	0.000350
after CTS	923	-1.70	0.778	0.000279
after detailed placement	701	-23.32	1.43	0.000203
after global placement	701	-22.89	1.43	0.000204
after floorplan	407	0	0.520	0.0000864
[repair_timing]
action	4_1_cts	5_1_grt
endpoints found under the setup margin	26	23
buffers inserted	18	3
pin swaps	7	7
cloned	1	0
resized	156	18
endpoints found under the hold margin	0	0
Power is estimated from default activity; no workload was simulated.
