==> design.v <==
module reg_file #(parameter DWIDTH = 32)
(
    input                 clk,       
    input                 rst,       
    input  [4 : 0]        rs1_id,    
    input  [4 : 0]        rs2_id,    
    input                 we,        
    input  [4 : 0]        rdst_id,   
    input  [DWIDTH-1 : 0] rdst,      
    output [DWIDTH-1 : 0] rs1,       
    output [DWIDTH-1 : 0] rs2        
);
reg [DWIDTH-1:0] R[0:31], r1, r2;
integer i;
assign rs1 = r1;
assign rs2 = r2;
always@(posedge clk) begin
	if(rst == 1) begin  
		for(i = 0; i <= 31; i = i + 1) begin
			R[i] <= 0;
		end
	end
	else begin  
		if(we && rdst_id != 0) begin
			R[rdst_id] <= rdst;
		end else begin
			R[rdst_id] <= R[rdst_id];
		end
		r1 <= R[rs1_id];
		r2 <= R[rs2_id]; 
	end
end
endmodule
==> run.sh <==
#!/bin/bash
# OpenROAD 26Q1-2900-gdf79404cd8, Yosys 0.63+post, stock flow scripts
make -C /OpenROAD-flow-scripts/flow DESIGN_CONFIG=/design/flow/config.mk WORK_HOME=/design/flow/orfs finish
==> config.mk <==
export PLATFORM = sky130hd
export DESIGN_NAME = reg_file
export DESIGN_NICKNAME = reg_file
export VERILOG_FILES = /design/flow/design.v
export SDC_FILE = /design/flow/constraint.sdc
export NUM_CORES = 4
export LEC_CHECK = 1
export CORE_UTILIZATION = 50
==> constraint.sdc <==
current_design reg_file

set clk_period 14.4
set clk_io_pct 0.2

create_clock -name clk0 -period $clk_period [get_ports {clk}]

set non_clock_inputs [all_inputs -no_clocks]
set_input_delay [expr $clk_period * $clk_io_pct] -clock clk0 $non_clock_inputs
set_output_delay [expr $clk_period * $clk_io_pct] -clock clk0 [all_outputs]
==> Implementation_results.wiki <==
=== Physical design figures ===
{| class="wikitable"
! Metric !! Value
|-
| Tmin final || 6.41 ns
|-
| GRT busiest layer || met2
|-
| Worst rel slew slack || 39.1%
|-
| Number of standard cells reported by yosys || 4,675
|-
| Max Clock Skew || 0.0198 ns
|-
| Worst path most repeated cell || sky130_fd_sc_hd__buf_4
|-
| Clock Latency Late Sink || between 0.7 and 0.8 ns
|-
| Biggest area cells || sky130_fd_sc_hd__edfxtp_1 (57%), sky130_fd_sc_hd__mux2i_1 (18%), sky130_fd_sc_hd__and2_1 (11%)
|-
| Dpl hpwl || 118 mm
|-
| Vias after detailed routing || 39,000
|-
| Met3 usage in global routing || 24.8%
|-
| Total buffers and inverters traversed by the critical path || 4
|-
| Max clock buf depth || 3
|-
| Top cell type by total area after synthesis || sky130_fd_sc_hd__edfxtp_1
|-
| Filler Cells Inserted || just over 9,000
|-
| Tightest Pin Transition || 0.910 ns
|-
| Yosys stat chip area || 57,800 sq um
|-
| Number of sinks on the clock net || 1,088
|-
| Per-instance average area after synthesis || 12.4 sq um
|-
| Type of element launching the critical path || input port
|-
| Per-cell via count in the routed design || just over 6
|-
| Area taken by flip-flops and latches || roughly 33,000 sq um
|-
| Met2 track utilization from global routing || 52.9%
|-
| Inserted Clock Buffers || 119
|-
| Total length of routed wires || 202 mm
|-
| Total number of yosys warnings || 1
|-
| Number of primary I/O pins || about 110
|-
| Largest driver fanout on the critical path || 41
|-
| DR pass1 iterations || 23
|-
| Largest net degree at the start of global routing || 92
|-
| Family of cells with the greatest summed delay on the critical path || buffers and inverters
|-
| PostCTS Resize Cnt || 0
|-
| Total Routing Usage GR || about 38%
|-
| Die span in x || 342 um
|-
| Cell area power density || 118 nW/um^2
|-
| Cell row count || 124
|-
| Tally of buffers added on design ports || 113
|-
| Post CTS Setup Buffer Count || 0
|-
| Die height || around 340 um
|-
| Synth flops || 1,088
|-
| Layout area overhead || 11.4%
|-
| Placer congestion estimate || 0.913
|-
| Max-cap check violation count || 0
|-
| Area enclosed by the die boundary || 117,000 sq um
|-
| Result of the run || finished, final reports clean
|-
| Hold Vio Cnt, Final || 0
|-
| Fraction of layout instances using a drive strength above 1 || approximately 8.5%
|-
| Delay of the slowest cell on the worst path || around 0.74 ns
|-
| Setup Total Neg Slack || 0 ns
|-
| Number of levels the H-tree was split into || 3
|-
| Initial standard-cell utilization of the core || about half
|-
| Prevailing post-synth register cell || sky130_fd_sc_hd__edfxtp_1
|-
| Number of nets still failing antenna checks after routing || 0
|-
| TritonCTS clock tree || built
|-
| Standard cell with the maximum stage delay on the critical path || sky130_fd_sc_hd__buf_4
|-
| Final Cell Area || 64,400 sq um
|-
| Crit path DRT || 14.85 ns
|-
| Count of cell types in the netlist || 32
|-
| Met1 capacity usage during global routing || slightly below 50%
|-
| Count of hold buffers inserted by post-cts repair || 0
|-
| Clk pin slew, worst setup/hold paths || 0.06 ns
|-
| Core Region || 115,000 sq um
|-
| Cell chain of the critical path || clkdlybuf4s50_1 > nor2_4 > buf_4 > buf_4 > buf_4 > a22o_1 > nor3_1 > a31oi_1 > nand3_1
|-
| Critical path data arrival time || roughly 6.9 ns
|-
| Remaining global-route overflow || 0
|-
| Type of the tightest min-delay check || reg -> reg
|-
| Initial antenna violation count || 12
|-
| Number of warnings in the stage logs || 26
|-
| Most frequently used cell type in the post-synthesis netlist || sky130_fd_sc_hd__edfxtp_1
|-
| Worst vdd rail ir drop || between 0.09 and 0.1 mV
|-
| Static power due to leakage || ~25 nW
|-
| Unrepaired setup endpoints after global routing || false
|-
| Fin Hold WS || ~0.7 ns
|-
| Area taken by multi-input logic gates || 23,600 sq um
|-
| Final Max Tran Viols || 0
|-
| Total Power || 0.00757 W
|-
| First-pass GRT wire length || 285 mm
|-
| Top post-synthesis cells by count || sky130_fd_sc_hd__edfxtp_1 (1,088), sky130_fd_sc_hd__mux2i_1 (1,024), sky130_fd_sc_hd__and2_1 (994), sky130_fd_sc_hd__clkbuf_1 (241), sky130_fd_sc_hd__nand2_1 (195)
|-
| Area of placed instances || 60,600 sq um
|-
| Sequential cell area fraction in the yosys report || 56.5%
|-
| Share of the synthesized area in the top cell type || 56.5%
|-
| Worst setup EP type || register
|-
| Achievable frequency || 0.156 GHz
|-
| Post-layout period usage || 44.5%
|-
| EDFF count, synth || 1,088
|-
| DRC errors left || 0
|-
| Root buffer cell || sky130_fd_sc_hd__clkbuf_16
|-
| Cell count after synthesis || 4,675
|-
| Final number of setup-violating endpoints || 0
|-
| Type of the setup path with the least slack || in -> reg
|-
| Proportion of synthesized flip-flops having asynchronous set or reset || 0%
|-
| First-iteration detailed-routing DRC count || 2,611
|-
| Post-synthesis instance area || roughly 58,000 sq um
|-
| Wire length per cell after detailed routing || 32.1 um
|-
| Number of global-route vias before repair || just under 40,000
|}
-- layout by cell type, fill, tap and decap left out, drive strengths merged, types with 21 or more instances in the layout --
cell,synthesis,routed
a21oi,192,192
nor3,64,64
edfxtp,1088,1088
and2,994,994
diode,0,21
clkinv,0,54
nand2,196,196
mux2i,1024,1024
a31oi,64,64
a22oi,192,192
clkdlybuf4s50,0,110
buf,184,165
o21ai,31,31
a22o,128,128
clkbuf,267,153
nor2,35,35
conb,1,32
nand3,194,194
-- per-stage QoR --
stage / std cells / worst slack [ns] / util [%]
after floorplan: 4706 / 6.49 / -
after global placement: 6042 / 7.32 / 52.9
after detailed placement: 6042 / 7.26 / 52.9
after CTS: 6263 / 8.05 / 56.2
after global routing: 6264 / 7.89 / 56.2
final: 6284 / 7.99 / 56.2
-- kinds of logic after synthesis --
kind of cell / count (synthesis) / share of synthesized area (%)
other: 1 / 0.00649
AND/OR/NAND/NOR: 1503 / 14.9
AND-OR/OR-AND: 607 / 7.06
flip-flops: 1088 / 56.5
buffers and inverters: 452 / 3.77
multiplexers: 1024 / 17.7
-- final cells by class --
type | instances | area share, %
tap | 1512 | 2.94
multi-input combinational | 3166 | 36.7
timing repair buffer | 275 | 3.75
clock buffer | 153 | 4.96
clock inverter | 68 | 0.799
inverter | 1 | 0.0136
antenna | 21 | 0.0816
sequential | 1088 | 50.8
-- per-layer routing --
layer | share of wire [%] | wire length [um] | vias to the layer above
met5 | 0.16 | 315 | -
met4 | 3.9 | 7870 | 23
met3 | 16 | 31700 | 475
met2 | 45 | 89800 | 2458
met1 | 36 | 72000 | 18900
li1 | - | - | 17100
-- flip-flops by register name, summed over array words and instances, names as in the netlist --
signal  cells
r2         32
R        1024
r1         32
-- worst register-to-register path: stages, from the launching register on --
cell and delay [ns]:
sky130_fd_sc_hd__edfxtp_1 0.38, sky130_fd_sc_hd__mux2i_1 0.16, sky130_fd_sc_hd__a22o_1 0.18, sky130_fd_sc_hd__nor3_1 0.08, sky130_fd_sc_hd__a31oi_1 0.72, sky130_fd_sc_hd__nand3_1 0.14
-- power by group --
part | total, W | switching (W) | internal (W) | leakage (nW)
sequential | 0.00378 | 0.0000987 | 0.00368 | 10.4
combinational | 0.000852 | 0.000553 | 0.000300 | 12.6
clock | 0.00294 | 0.00125 | 0.00169 | 1.81
-- worst paths after layout --
kind / from / end / slack (ns) / depth (start not counted)
max: rs1_id[0] / r1[18]$_DFFE_PN_ / 7.99 / 9
min: R[25][19]$_SDFFCE_PN0P_ / r2[19]$_DFFE_PN_ / 0.70 / 4
max reg2reg: R[2][10]$_SDFFCE_PN0P_ / r1[10]$_DFFE_PN_ / 12.46 / 5
min reg2reg: R[25][19]$_SDFFCE_PN0P_ / r2[19]$_DFFE_PN_ / 0.70 / 4
Power and IR drop assume default switching activity.
