### /design/flow/design.v
module dmem (
    input           clk,
    input  [ 5 : 0] addr,   
    input           we,     
    input  [31 : 0] wdata,  
    output [31 : 0] rdata   
);
    reg [31 : 0] RAM [15 : 0];
    integer idx;
    initial begin
        for (idx = 0; idx < 16; idx = idx+1) RAM[idx] = 32'h0;
    end
    assign rdata = RAM[addr[5:2]];
    always @(posedge clk) begin
        if (we) RAM[addr[5:2]] <= wdata;
    end
endmodule
### /design/flow/run.sh
#!/bin/bash
# OpenROAD 26Q1-2900-gdf79404cd8, Yosys 0.63+post, stock flow scripts
make -C /OpenROAD-flow-scripts/flow DESIGN_CONFIG=/design/flow/config.mk WORK_HOME=/design/flow/orfs finish
### /design/flow/constraint.sdc
current_design dmem

set clk_period 7.2
set clk_io_pct 0.2

create_clock -name clk0 -period $clk_period [get_ports {clk}]

set non_clock_inputs [all_inputs -no_clocks]
set_input_delay [expr $clk_period * $clk_io_pct] -clock clk0 $non_clock_inputs
set_output_delay [expr $clk_period * $clk_io_pct] -clock clk0 [all_outputs]
### /design/flow/config.mk
export PLATFORM = sky130hd
export DESIGN_NAME = dmem
export DESIGN_NICKNAME = dmem
export VERILOG_FILES = /design/flow/design.v
export SDC_FILE = /design/flow/constraint.sdc
export NUM_CORES = 4
export LEC_CHECK = 1
export CORE_UTILIZATION = 40
==> git commit body <==
Refresh implementation metrics

- Outcome: complete, no violations
- DRC errors left: 0
- Detail Route Antenna Nets: 0
* Most frequent cells in the layout: edfxtp_1, mux4_2, clkdlybuf4s50_1, a22oi_1, clkbuf_16
- TritonCTS clock tree: yes
* Signal arrival time at the worst endpoint: approximately 4100 ps
* Max-slew violation count: 0
* Total via count in the routed design: 8645
- Type of the tightest min-delay check: in -> reg
- Wires add up to 40160 um.
* Clock period minus worst slack: roughly 5500 ps
- Via count normalized by instance count: 5.545
- Worst path required time: about 5800 ps
- Syn-to-layout area delta: 16.59%
* Worst Setup End Kind: primary output
* Fin crit share: 76.62%
- In the log, the iteration count for the first detailed-route pass is 6.
- Number of maximum-capacitance constraint violations: 0
* Vias in the first global route: 9836
* Static Leak: around 0.007 uW
- The setup path with the least slack is of type in -> out.
- Setup crit start kind: input port
* Per-cell routed wire length: 25.76 um
- Yosys stat counts 808 cells in the synthesized netlist.
- The number of gates resized after CTS was 0.
- Final Setup Violations: 0
- Among logic cells in the layout, the one with the most instances is edfxtp_1.
* Placed wire-length estimate after detailed placement: 21210 um
* Horizontal extent of the die: 221.2 um
* Transition time at the pin with the least slew margin: 734.5 ps
- Area of the mapped netlist: 19220 um2
* FP Util: 40.94%
* Cell at the root of the clock tree: clkbuf_16
* DRT iter0 DRCs: 456
- Hold buffers post-CTS: 0
- Synthesis inferred between 500 and 600 register bits.
- Core Area: 46950 um2
- Ratio of total power to cell area: between 200 and 300 nW/um2
- For this design the top-level I/O count stands at 72.
- The global routing report lists combined usage of all routing layers as 18.67%.
- Maximum fanout encountered on the critical timing path: 17
- The die covers slightly below 50000 um2.
- Worst slack at placement: between 1500 and 2000 ps
- The initial antenna violation count was 1.
- The first global-routing pass estimated 60460 um of wire.
* GPL Wtd Cong: about 0.75
* Clock tree sinks: slightly above 500
- Post-synthesis chip area from yosys: 19220 um2
- Fmax: 0.1813 GHz
- Final setup TNS: 0 ps
- Synthesis handed over a netlist of 808 instances.
* GRT overflow: 0
* Die Ht: 221.2 um
- Unrepaired setup endpoints after global routing: false
- The final timing report gives a worst setup slack of about 1700 ps.
* Maximum number of pins on one net before global-route repair: between 60 and 70
- Per the slew report, the remaining headroom to the max-slew limit stands at 50.93%.
* Flip-flop count of the largest register after layout: 512
- Number of H-tree branching levels: 2
- Sequential elements use 79.98% of the synthesized area.
- Count of different cell masters after synthesis: 16
- Average cell area after synthesis: approximately 24 um2
- TritonCTS buffer count: 50
* Clock-pin slew of the registers on the worst-case setup and hold paths: 60 ps
* Layout cell share with drive strength beyond 1: around a quarter
* Max rail drop VDD: 0.1661 mV
- CTS reports a maximum clock tree buffer depth of 3.
- Final count of hold timing violations: 0
- Port Buf Inserts: ~70
- The floorplan has 79 rows.
- The number of setup buffers added after CTS is 0.
- Total of warnings raised by yosys: 1
- OpenROAD warning count: 27
==> area by class of cell <==
type | instances | area, um2
antenna | 1 | 2.502
clock buffer | 60 | 1310
clock inverter | 30 | 300.3
fill | 3712 | 24540
multi-input combinational | 251 | 3750
sequential | 512 | 15370
tap | 607 | 759.5
timing repair buffer | 98 | 914.6
==> worst max-delay path, stage by stage <==
cell             delay (ps)
clkdlybuf4s50_1         710
nor2b_4                 670
buf_4                   440
a22oi_1                 120
nand2_1                 180
clkdlybuf4s50_1         490
==> logic make-up (layout without fill, tap and decap cells) <==
group	after synthesis	after routing	share of synthesized area (%)
simple gates	59	59	1.315
mux	128	128	15.00
compound gates	64	64	2.500
flops	512	512	79.98
buf+inv	45	188	1.204
other cells	0	1	0
==> synthesized netlist by cell type <==
library cell | count | share of area (%)
a22oi_1 | 64 | 2.5
clkbuf_1 | 27 | 0.53
nor2_1 | 13 | 0.25
nand3b_1 | 2 | 0.078
nor3_1 | 4 | 0.10
buf_4 | 1 | 0.039
nand3_1 | 1 | 0.026
buf_6 | 6 | 0.35
buf_2 | 11 | 0.29
mux4_2 | 128 | 15
edfxtp_1 | 512 | 80
nor2b_1 | 2 | 0.065
or3b_2 | 1 | 0.046
nand2_1 | 33 | 0.64
and2_1 | 1 | 0.033
nand2b_1 | 2 | 0.065
==> report_power, final <==
group / switching, uW / internal, uW / leakage [uW]
sequential: 11.5 / 3340 / 0.00463
clock: 1070 / 1510 / 0.000789
combinational: 172 / 153 / 0.00155
==> path summary, 6_finish.rpt <==
kind	endpoint	cells past startpoint	startpoint
max	rdata[25]	6	addr[4]
min	RAM[15][21]$_DFFE_PP_	1	wdata[21]
==> routing by layer <==
layer	share of wire [%]	wire length, um	vias up	track usage [%]
li1	-	-	3693	-
met2	48	19390	558	27.55
met1	33	13330	4329	23.71
met5	0	0	-	0
met3	16	6569	65	13.67
met4	2.2	877	0	3.316
==> per-stage QoR <==
step	instances	total power, uW	util, %	area (um2)	hold WS, ps
finish	1559	6253	47.73	22410	1751
global route	1558	6441	47.73	22410	1802
CTS	1558	6314	47.73	22410	1730
detailed placement	1468	3750	44.30	20800	2365
global placement	1468	3744	44.30	20800	2346
floorplan	808	3583	-	19220	1539
No activity file was given, so power comes from the tool's default toggle rates.
